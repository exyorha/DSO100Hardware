===== design.v =====
module dso100fb_registers (
    input CLK,
    input RST_N,
    input      [31:0] PADDR,
    input             PENABLE,
    output reg [31:0] PRDATA,
    output            PREADY,
    output            PSLVERR,    
    input             PSEL,
    input      [31:0] PWDATA,
    input             PWRITE,
    output            INTR,
    output reg        START,
    output reg        STOP,
    input             STARTED,
    input             STOPPED,
    input       [1:0] STATE,
    output reg [31:0] FETCH_FB_BASE,
    output reg [22:0] FETCH_FB_LENGTH,
    output reg [11:0] TIMING_WIDTHBEFOREOVERLAY,
    output reg [11:0] TIMING_WIDTHOVERLAY,
    output reg [11:0] TIMING_WIDTHAFTEROVERLAY,
    output reg [11:0] TIMING_HFRONTPORCH,
    output reg [11:0] TIMING_HSYNCPULSE,
    output reg [11:0] TIMING_HBACKPORCH,
    output reg [11:0] TIMING_HEIGHTBEFOREOVERLAY,
    output reg [11:0] TIMING_HEIGHTOVERLAY,
    output reg [11:0] TIMING_HEIGHTAFTEROVERLAY,
    output reg [11:0] TIMING_VFRONTPORCH,
    output reg [11:0] TIMING_VSYNCPULSE,
    output reg [11:0] TIMING_VBACKPORCH,
    output reg        HSYNC_POLARITY,
    output reg        VSYNC_POLARITY,
    output reg        DE_POLARITY
);
    reg [1:0] isr;
    reg [1:0] imr;
    assign PREADY = 1'b1;
    assign PSLVERR = 1'b0;
    always @ (posedge CLK or negedge RST_N)
        if(!RST_N)
        begin
            PRDATA <= 32'b0;
            START <= 1'b0;
            STOP <= 1'b0;
            isr <= 2'b00;
            imr <= 2'b00;
            FETCH_FB_BASE <= 32'b0;
            FETCH_FB_LENGTH <= 23'b0;
            TIMING_WIDTHBEFOREOVERLAY <= 12'b0;
            TIMING_WIDTHOVERLAY <= 12'b0;
            TIMING_WIDTHAFTEROVERLAY <= 12'b0;
            TIMING_HFRONTPORCH <= 12'b0;
            TIMING_HSYNCPULSE <= 12'b0;
            TIMING_HBACKPORCH <= 12'b0;
            TIMING_HEIGHTBEFOREOVERLAY <= 12'b0;
            TIMING_HEIGHTOVERLAY <= 12'b0;
            TIMING_HEIGHTAFTEROVERLAY <= 12'b0;
            TIMING_VFRONTPORCH <= 12'b0;
            TIMING_VSYNCPULSE <= 12'b0;
            TIMING_VBACKPORCH <= 12'b0;
            HSYNC_POLARITY <= 1'b0;
            VSYNC_POLARITY <= 1'b0;
            DE_POLARITY <= 1'b0;
        end
        else
        begin
            isr[0] <= isr[0] | STARTED;
            isr[1] <= isr[1] | STOPPED;
            START <= 1'b0;
            STOP <= 1'b0;
            if(PSEL)
            begin
                PRDATA <= 32'b0;
                case(PADDR[5:2])                
                4'd0:
                    PRDATA[3:2] <= STATE;
                4'd1:
                    PRDATA[1:0] <= isr;
                4'd2:
                    PRDATA[1:0] <= imr;
                4'd3:
                    PRDATA <= FETCH_FB_BASE;
                4'd4:
                    PRDATA[22:0] <= FETCH_FB_LENGTH;
                4'd5:
                begin
                    PRDATA[11:0] <= TIMING_WIDTHBEFOREOVERLAY;
                    PRDATA[27:16] <= TIMING_WIDTHOVERLAY;
                end
               4'd6:
               begin
                   PRDATA[11:0] <= TIMING_WIDTHAFTEROVERLAY;
                   PRDATA[27:16] <= TIMING_HFRONTPORCH;
               end
                4'd7:
                begin
                    PRDATA[11:0] <= TIMING_HSYNCPULSE;
                    PRDATA[27:16] <= TIMING_HBACKPORCH;
                end
                4'd8:
                begin
                    PRDATA[11:0] <= TIMING_HEIGHTBEFOREOVERLAY;
                    PRDATA[27:16] <= TIMING_HEIGHTOVERLAY;
                end
               4'd9:
               begin
                   PRDATA[11:0] <= TIMING_HEIGHTAFTEROVERLAY;
                   PRDATA[27:16] <= TIMING_VFRONTPORCH;
               end
                4'd10:
                begin
                    PRDATA[11:0] <= TIMING_VSYNCPULSE;
                    PRDATA[27:16] <= TIMING_VBACKPORCH;
                end
                4'd11:
                begin
                    PRDATA[1] <= HSYNC_POLARITY;
                    PRDATA[2] <= VSYNC_POLARITY;
                    PRDATA[0] <= DE_POLARITY;
                end
                default: ;
                endcase
                if(PWRITE & PENABLE)
                begin
                    case(PADDR[5:2])
                    4'd0:
                    begin
                        START <= PWDATA[0];
                        STOP <= PWDATA[1];
                    end
                    4'd1:
                        isr <= isr & PWDATA[1:0];
                    4'd2:
                        imr <= PWDATA[1:0];
                    4'd3:
                        FETCH_FB_BASE <= PWDATA;
                    4'd4:
                        FETCH_FB_LENGTH <= PWDATA[22:0];
                    4'd5:
                    begin
                        TIMING_WIDTHBEFOREOVERLAY <= PWDATA[11:0];
                        TIMING_WIDTHOVERLAY <= PWDATA[27:16];
                    end
                    4'd6:
                    begin
                        TIMING_WIDTHAFTEROVERLAY <= PWDATA[11:0];
                        TIMING_HFRONTPORCH <= PWDATA[27:16];
                    end
                    4'd7:
                    begin
                        TIMING_HSYNCPULSE <= PWDATA[11:0];
                        TIMING_HBACKPORCH <= PWDATA[27:16];
                    end
                    4'd8:
                    begin
                        TIMING_HEIGHTBEFOREOVERLAY <= PWDATA[11:0];
                        TIMING_HEIGHTOVERLAY <= PWDATA[27:16];
                    end
                    4'd9:
                    begin
                        TIMING_HEIGHTAFTEROVERLAY <= PWDATA[11:0];
                        TIMING_VFRONTPORCH <= PWDATA[27:16];
                    end
                    4'd10:
                    begin
                        TIMING_VSYNCPULSE <= PWDATA[11:0];
                        TIMING_VBACKPORCH <= PWDATA[27:16];
                    end
                    4'd11:
                    begin
                        HSYNC_POLARITY <= PWDATA[1];
                        VSYNC_POLARITY <= PWDATA[2];
                        DE_POLARITY <= PWDATA[0];
                    end
                    default: ;
                    endcase            
                end
            end
        end
    assign INTR = |(isr & imr);
endmodule

===== run.sh =====
#!/bin/bash
# OpenROAD 26Q1-2900-gdf79404cd8, Yosys 0.63+post, stock flow scripts
make -C /OpenROAD-flow-scripts/flow DESIGN_CONFIG=/design/flow/config.mk WORK_HOME=/design/flow/orfs finish

===== config.mk =====
export PLATFORM = sky130hd
export DESIGN_NAME = dso100fb_registers
export DESIGN_NICKNAME = dso100fb_registers
export VERILOG_FILES = /design/flow/design.v
export SDC_FILE = /design/flow/constraint.sdc
export NUM_CORES = 4
export LEC_CHECK = 1
export CORE_UTILIZATION = 40

===== constraint.sdc =====
current_design dso100fb_registers

set clk_period 1.6
set clk_io_pct 0.2

create_clock -name clk0 -period $clk_period [get_ports {CLK}]

set non_clock_inputs [all_inputs -no_clocks]
set_input_delay [expr $clk_period * $clk_io_pct] -clock clk0 $non_clock_inputs
set_output_delay [expr $clk_period * $clk_io_pct] -clock clk0 [all_outputs]

==> results.tsv <==
metric	value	unit
Place WS	-0.893	ns
grt total ovfl	0	
Worst Skew	0.00779	ns
area grow syn2layout	64.5	%
status	completed	
chip area in the Yosys report	10400	µm²
Log Warnings	58	
max-cap viol count	0	
CP bufs+invs	1	
DP Wirelength	24.4	mm
Init Core Util	0.411	
syn avg cell area	13.8	µm²
DRC	0	
initial antenna violation count	0	
Final setup viols	0	
switch share	0.242	
vias per cell	5.30	
Crit. End Element	output port	
total CTS buffers	26	
Layout fillers	1901	
Cell variety after synth	49	
maximum vdd drop	0.000793	V
P_leak	0.00914	µW
Crit path largest cell delay	0.38	ns
clk sinks	240	
part of the power in combinational logic	0.201	
worst-path cell chain	a22o_1 -> buf_2	
Hold Fails Final Rpt	0	
Crit path max-delay family	flip-flops	
Late-Pin Clk Latency	0.53	ns
ys flops	240	
die area	26700	µm²
adder share	0.00360	
drt pass-1 iters	5	
input/output buffers	281	
yosys cell count	754	
CTS Buffer Depth	3	
total wire length	36.9	mm
Critical Path Fanout Max	2	
GPL Wtd Cong	0.851	
CP Launch Type	register	
minimum clock period	1.57	ns
DR iter-0 viols	486	
vias	8816	
largest net degree at the start of global routing	69	
Synth Area in Simple Gates	0.0363	
Complex Gates by Area	0.120	
CP max stage cell	dfrtp_1	
Worst Path Arrival	1.25	ns
Die Span Y	163	µm
PD cells	1010	nW/µm²
final core occ	0.677	
Pint	13100	µW
first-pass GRT wire length	56.8	mm
slew margin rel.	0.564	
yosys xor share	0	
NetSw	4170	µW
final worst path period share	0.981	
ys async rst share	1.00	
fraction of layout cells with a size suffix above 1	0.438	
Main logic family	multiplexers	
Synth Seq Share	0.577	
clock slew at reported path FFs	0.06	ns
RSZ-0062 raised after global routing	true	
synthesized instance count	754	
wire per inst	22.2	µm
synthesized area	10400	µm²
Worst Max-Slew Pin Slew	0.652	ns
Top Ports	312	
clk root buf	clkbuf_16	
part of the power in the clock network	0.375	
Max Transition Viols Final	0	
Core Rows	58	
MUX area fraction	0.226	
setup ws final	0.0309	ns
ANT cells	0	
most used logic cell in the final layout	buf_4	
Ys Warns	1	
most frequent cells in the layout	buf_4, dfrtp_1, dlygate4sd2_1	
Placeable Area	25300	µm²
vias in the first global route	9394	
data required time at the worst endpoint	1.28	ns
ys flop type	dfrtp_1	
GRT Util Overall	0.299	
post-route ant nets	0	
fmax	637	MHz
Setup CP Type	register to output port	
H-tree depth	1	
Seq pwr share	0.424	
Post-synth EDFFs	0	
WHS	0.233	ns
Die X	163	µm
CTS tree	done	
Hold Crit Class	input pin to asynchronous set/reset pin	
-- what timing repair did --
item | CTS | global route
hold buffers | 1 | 0
cloned | 6 | 0
resized | 280 | 12
buffers inserted | 200 | 1
pin swaps | 7 | 4
endpoints found under the setup margin | 458 | 38
hold endpoints to repair | 106 | 0
-- area by class of cell --
cell class,instances,area [µm²],area share
Clock buffer,37,803,0.0469
Inverter,8,51.3,0.00299
Clock inverter,11,135,0.00789
Multi-Input combinational cell,445,4340,0.253
Tap cell,330,413,0.0241
Sequential cell,240,6010,0.351
Timing Repair Buffer,591,5390,0.315
-- per-layer routing --
metal,vias to the layer above,part of all wire,GRT usage
met5,-,0,0
met4,0,0.028,0.0718
met3,67,0.097,0.0967
met2,430,0.45,0.443
met1,4373,0.43,0.443
li1,3946,-,-
-- Yosys cell counts, types with 3 or more instances --
cell,instances,area [µm²]
a21oi_1,13,65.1
clkbuf_1,13,48.8
a221oi_1,19,166
a22oi_1,47,353
nand3_1,10,50.1
o21ai_0,7,35.0
and3b_1,3,26.3
nand2_1,11,41.3
a31oi_1,19,119
dfrtp_1,240,6010
a222oi_1,3,30.0
ha_1,3,37.5
buf_2,28,140
mux2_1,17,191
and3_1,4,25.0
buf_4,15,113
inv_1,8,30.0
mux2_2,178,2000
a21o_1,15,113
and2_1,7,43.8
a22o_1,27,236
buf_6,4,45.0
nor2_1,22,82.6
mux2_4,10,150
-- registers in the layout, summed over array words and instances (netlist names), 12 cells and up --
name and cells:
FETCH_FB_LENGTH 23, TIMING_WIDTHBEFOREOVERLAY 12, TIMING_HEIGHTAFTEROVERLAY 12, TIMING_HEIGHTBEFOREOVERLAY 12
FETCH_FB_BASE 32, TIMING_VBACKPORCH 12, PRDATA 32, TIMING_HBACKPORCH 12
TIMING_HEIGHTOVERLAY 12, TIMING_WIDTHOVERLAY 12, TIMING_HFRONTPORCH 12, TIMING_HSYNCPULSE 12
TIMING_VSYNCPULSE 12, TIMING_WIDTHAFTEROVERLAY 12, TIMING_VFRONTPORCH 12
-- metrics by stage --
stage / cell area [µm²] / setup TNS [ns] / cells / total power, µW
finish: 17100 / 0 / 1662 / 17200
detailed placement: 14600 / -180.77 / 1407 / 10400
floorplan: 10800 / -1.22 / 754 / 8150
CTS: 17100 / -0.0266 / 1662 / 17300
global route: 17100 / -0.0365 / 1662 / 18000
global placement: 14600 / -177.56 / 1407 / 10400
-- power by group through the flow --
stage	logic, µW	registers [µW]	clock network, µW
CTS	3470	7300	6540
global route	3780	7390	6800
finish	3470	7310	6470
-- kinds of logic after synthesis --
family | count (synthesis)
flip-flops | 240
multiplexers | 206
AND-OR/OR-AND | 164
AND/OR/NAND/NOR | 70
buffers and inverters | 69
adder cells (fa/ha/maj) | 3
other | 2
-- worst paths after layout --
check	cells past startpoint	from	endpoint	slack, ns
hold / removal	2	RST_N	PRDATA[28]	0.23
setup / recovery	2	imr[1]	INTR	0.03
min in group clk0	3	STARTED	isr[0]	0.37
hold reg to reg	1	PRDATA[10]	PRDATA[10]	0.47
setup reg to reg	6	DE_POLARITY	PRDATA[0]	0.12
max in group asynchronous	3	RST_N	TIMING_WIDTHAFTEROVERLAY[8]	0.71
Power and IR drop assume default switching activity.
