File: flow/config.mk
export PLATFORM = sky130hd
export DESIGN_NAME = async_fifo
export DESIGN_NICKNAME = async_fifo
export VERILOG_FILES = /design/flow/design.v
export SDC_FILE = /design/flow/constraint.sdc
export NUM_CORES = 4
export LEC_CHECK = 1
export CORE_UTILIZATION = 40
export SYNTH_MEMORY_MAX_BITS = 65536
File: flow/constraint.sdc
current_design async_fifo

set clk_period 436.6
set clk_io_pct 0.2

create_clock -name clk0 -period $clk_period [get_ports {RD_CLK}]
create_clock -name clk1 -period $clk_period [get_ports {WR_CLK}]

set non_clock_inputs [all_inputs -no_clocks]
set_input_delay [expr $clk_period * $clk_io_pct] -clock clk0 $non_clock_inputs
set_output_delay [expr $clk_period * $clk_io_pct] -clock clk0 [all_outputs]
File: flow/design.v
module async_fifo #(
    parameter WIDTH = 8,
    parameter DEPTH = 11,
    parameter WR_THRESHOLD = 1'b0,
    localparam WORDS = 1 << DEPTH
) (
    input                     RD_CLK,
    input                     RD_RST_N,
    input                     RD,
    output reg                RD_EMPTY,
    output reg [WIDTH - 1: 0] RD_DATA,
    input                     WR_CLK,
    input                     WR_RST_N,
    input                     WR,
    output reg                WR_FULL,
    input      [WIDTH - 1:0]  WR_DATA,
    output                    WR_LESS_THAN_HALF_FULL,
    output reg                WR_ABOVE_THRESHOLD
);
    reg [DEPTH:0] rptr;
    reg [DEPTH:0] wptr;
    wire [DEPTH - 1:0] wr_addr;
    wire [DEPTH - 1:0] rd_addr;
    reg [WIDTH - 1:0] mem [0:WORDS - 1];
    reg [DEPTH:0] wq1_rptr;
    reg [DEPTH:0] wq2_rptr;
    reg [DEPTH:0] rq1_wptr;
    reg [DEPTH:0] rq2_wptr;
    reg [DEPTH:0] rbin;
    wire [DEPTH:0] rgraynext, rbinnext;
    wire rempty_val;
    reg [DEPTH:0] wbin;
    wire [DEPTH:0] wgraynext, wbinnext;
    wire wfull_val;
    wire [DEPTH:0] wq2_rptr_bin;
    wire [DEPTH:0] wq2_rptr_fullval;        
    wire [DEPTH:0] wr_available;
    always @ (posedge WR_CLK)
    begin
        if(WR && !WR_FULL)
            mem[wr_addr] <= WR_DATA;
    end
    always @ (posedge RD_CLK)
        RD_DATA <= mem[rd_addr];
    always @ (posedge WR_CLK or negedge WR_RST_N)
        if(!WR_RST_N)
            { wq2_rptr, wq1_rptr } <= 0;
        else
            { wq2_rptr, wq1_rptr } <= { wq1_rptr, rptr };
    always @ (posedge RD_CLK or negedge RD_RST_N)
        if(!RD_RST_N)
            { rq2_wptr, rq1_wptr } <= 0;
        else
            { rq2_wptr, rq1_wptr } <= { rq1_wptr, wptr };
    always @ (posedge RD_CLK or negedge RD_RST_N)
        if(!RD_RST_N)
            { rbin, rptr } <= 0;
        else
            { rbin, rptr } <= { rbinnext, rgraynext };
    assign rd_addr = rbin[DEPTH - 1:0];
    assign rbinnext = rbin + (RD & ~RD_EMPTY);
    assign rgraynext = (rbinnext >> 1) ^ rbinnext;
    assign rempty_val = (rgraynext == rq2_wptr);
    always @ (posedge RD_CLK or negedge RD_RST_N)
        if(!RD_RST_N)
            RD_EMPTY <= 1'b1;
        else
            RD_EMPTY <= rempty_val;
    always @ (posedge WR_CLK or negedge WR_RST_N)
        if(!WR_RST_N)
            { wbin, wptr } <= 0;
        else
            { wbin, wptr } <= { wbinnext, wgraynext };
    assign wr_addr = wbin[DEPTH - 1:0];
    assign wbinnext = wbin + (WR & ~WR_FULL);
    assign wgraynext = (wbinnext >> 1) ^ wbinnext;
    assign wq2_rptr_fullval = { ~wq2_rptr[DEPTH:DEPTH - 1], wq2_rptr[DEPTH - 2:0] };
    assign wfull_val = wgraynext == wq2_rptr_fullval;
    assign WR_LESS_THAN_HALF_FULL = (wgraynext[DEPTH] ^ wq2_rptr[DEPTH]) == 1'b0;
    always @ (posedge WR_CLK or negedge WR_RST_N)
        if(!WR_RST_N)
            WR_FULL <= 1'b0;
        else
            WR_FULL <= wfull_val;
    genvar i;
    generate
        for(i = 0; i <= DEPTH; i = i + 1)
        begin : gray2bin
            assign wq2_rptr_bin[i] = ^(wq2_rptr_fullval >> i);
        end
    endgenerate
    assign wr_available = wq2_rptr_bin - wbin;
    always @ (posedge WR_CLK or negedge WR_RST_N)
        if(!WR_RST_N)
            WR_ABOVE_THRESHOLD <= 1'b0;
        else
            WR_ABOVE_THRESHOLD <= wr_available > WR_THRESHOLD;
endmodule
File: flow/run.sh
#!/bin/bash
# OpenROAD 26Q1-2900-gdf79404cd8, Yosys 0.63+post, stock flow scripts
make -C /OpenROAD-flow-scripts/flow DESIGN_CONFIG=/design/flow/config.mk WORK_HOME=/design/flow/orfs finish
==> run notes <==
Results of the full flow below.

Outcome:
- The run finished with clean final reports.

Synthesis:
- The run puts the yosys synthesis warning count at 1.
- The run gives the number of flip-flops and latches in the synthesized netlist as 16500.
- The run gives the fraction of the mapped netlist area in adder cells as 0.0295%.
- Among the non-sequential cells, multiplexers take the most area.
- The run puts the xor and xnor area share after synthesis at 0.116%.
- Looking at area per cell type in the netlist, the leader is sky130_fd_sc_hd__edfxtp_1.
- The run gives the top cell type's share of synthesized area as 77.5%.
- By instance count, the leading cell after synthesis is sky130_fd_sc_hd__edfxtp_1.
- The run puts the average instance area after synthesis at 23.1 um2.
- Sorting the synthesized cells by how often they occur yields 16400 x sky130_fd_sc_hd__edfxtp_1, 4869 x sky130_fd_sc_hd__mux4_2, 2155 x sky130_fd_sc_hd__nor2_1.
- Of the total synthesized cell area, the portion taken by AND, OR, NAND and NOR gates is 1.91%.
- The run puts the count of flip-flops with a built-in enable after synthesis at 16400.
- The main area contributors are sky130_fd_sc_hd__edfxtp_1 77%, sky130_fd_sc_hd__mux4_2 17%, sky130_fd_sc_hd__nor2_1 1.3%.
- The run puts the number of distinct standard cells referenced by the synthesized netlist at 65.
- The run puts the area of the synthesized netlist per yosys stat at 635000 um2.
- Before any placement, the netlist area is recorded as 635000 um2.
- The run puts the area fraction in compound gates after synthesis at 1.00%.
- Post-synth the commonest register cell is sky130_fd_sc_hd__edfxtp_1.
- The run gives the sequential fraction of the synthesis area as 77.9%.
- The run puts the fraction of registers with async set or reset after synthesis at 0.588%.
- The run gives the area fraction in mux cells as 17.7%.
- Synthesis produced 27500 cells.
- The run gives the cell total in the yosys stat output as 27500.

Job:
- The run puts the number of warnings in the stage logs at 101.
- In this run the maximum-capacitance check reported violations numbering 0.

Floorplanning:
- The run puts the floorplan core area at 1580000 um2.
- According to the floorplan report, the die height is 1.26 mm.
- The floorplan step records an initial core utilization of 40.1%.
- The run gives the I/O pin count as 26.
- After floorplanning, the die was sized to cover 1590000 um2.
- The horizontal die dimension reported for this design is 1.26 mm.
- The run puts the number of standard-cell rows in the floorplan at 462.

Setup path:
- The run gives the type of element capturing the critical path as an output pin.
- The run gives the startpoint of the most critical register-to-register path as rbin[0].
- OpenSTA lists the critical path startpoint as WR.
- The worst setup path is of the in -> out kind.
- In this run the worst path has a maximum fanout of 17.
- The worst setup path is launched from an input port.
- The run gives the slowest stage cell on the critical path as sky130_fd_sc_hd__clkdlybuf4s50_1.
- The OpenROAD report gives the critical path a data arrival time of 90.74 ns.
- Walking the worst path, the cells encountered are clkdlybuf4s50_1 > nor2b_4 > buf_4 > ha_1 > nand3_1 > nor2_1 > xnor2_1 > xor2_1 > buf_4 > clkdlybuf4s50_1.
- The run gives the largest delay contributor family on the critical path as buffers and inverters.
- The run gives the combined buffer and inverter count along the critical path as 4.
- The run puts the maximum cell stage delay along the critical path at 0.50 ns.
- The run gives the critical path required time as 349.28 ns.

Worst hold path:
- STA lists the startpoint of the worst hold path as rq1_wptr[2].
- The run gives the type of the tightest min-delay check as reg -> reg.

Global route:
- The run gives the pin count of the biggest net entering global routing as 148.
- The first global-routing pass estimated 2490 mm of wire.
- Global routing consumed, over all layers together, 24.8% of the routing resources.
- The run puts the via count of the first global-routing pass at 330000.
- The run puts the number of antenna violations at the first check in global routing at 194.
- The run gives the remaining global-route overflow as 0.

Final layout:
- The run puts the area used by multi-input combinational logic at 133000 um2.
- The run puts the proportion of layout cells with a drive suffix above 1 at 28.8%.
- Relative to the synthesized area, the layout overhead comes to 13.3%.
- The run puts the area of all sequential standard cells at 495000 um2.
- Per the layout report, the design carries 128000 filler cells.

Placement:
- The run gives the number of buffer cells added on primary ports as 24.
- The run puts the half-perimeter wire length after detailed placement at 1120 mm.
- The run gives the global placement routability congestion as 0.888.

Clock tree:
- The run gives the number of buffers added for setup after CTS as 0.
- TritonCTS built the clock tree.
- The run gives the clock slew seen by the registers of the worst setup and hold paths as 0.12 ns.
- TritonCTS reports the number of clock sinks as 16500.
- The run puts the post-CTS resize count at 0.

Power:
- In this run the power spent charging and discharging nets is 0.00141 W.
- The run gives the internal power as 0.00310 W.
- The run gives the power density over cell area as 6.28 nW/um2.
- The run puts the clock network fraction of design power at 31.0%.
- The run gives the sequential power share as 38.8%.
- Net switching is 31.3% of the power.
- The run puts the maximum resistive drop on vdd at 6.26 uV.
- The run puts the logic gate share of total power at 30.2%.
- The run puts the leakage power at 219 nW.

Routing:
- The run puts the via density per instance at 5.73.
- The run gives the detail-routed net length per standard cell as 34.5 um.
- The run gives the routed wire length as 1780 mm.
- The run gives the DRC violation total after the first TritonRoute iteration as 19900.
- The iteration count recorded for the first detailed-route pass is 6.
- The run puts the post-route antenna net violation count at 0.
- The run gives the number of remaining DRC errors as 0.
- The run puts the total vias in the final route at 296000.

Timing:
- The run puts the summed negative setup slack over all endpoints at 0 ns.
- The max-slew check reports its worst relative slack as 2.87%.
- The final timing report lists clock skew as 0.156 ns.
- The run gives the actual slew at the worst max-slew pin as 1.44 ns.
- The run gives the total setup violations reported at the end of the flow as 0.
- Per the final timing report, the hold violations number 0.
- Setup repair after global routing left no endpoint under its margin.
- The run puts the worst slack on hold paths at 0.319 ns.
- The run puts the number of max-slew violations in the final report at 0.
cells by family after synthesis:
family,Yosys count
adders and majority gates,15
DFF,16500
and+or+nand+nor,3068
AOI/OAI and AO/OA,870
xor gates and xnor gates,84
muxes,5164
buffers and inverters,1776
power groups by stage:
stage / registers [W] / clock network (W) / logic [W]
6_report: 0.00175 / 0.00140 / 0.00136
5_1_grt: 0.00175 / 0.00148 / 0.00144
4_1_cts: 0.00175 / 0.00142 / 0.00137
through the flow:
stage               util, %  instance area (um2)  total power, W  setup WS [ns]  instances
floorplan                 -               635000         0.00258         260.46      27500
global placement       42.0               665000         0.00315         258.44      48200
detailed placement     42.0               665000         0.00315         258.56      48200
CTS                    45.4               719000         0.00454         258.54      51200
global route           45.4               719000         0.00467         258.39      51400
finish                 45.5               720000         0.00452         258.54      51600
final cells by class:
cell class                 count  share of cell area, %
antenna                      424                  0.147
clock buffer                2022                   6.10
clock inverter               980                   1.29
inverter                      41                 0.0250
multi-input combinational   9201                   18.5
sequential                 16500                   68.7
tap                        21100                   3.67
timing repair buffer        1354                   1.55
final timing paths:
| kind | cells past startpoint | to | slack, ns |
|---|---|---|---|
| worst max-delay path | 10 | WR_LESS_THAN_HALF_FULL | 258.54 |
| min in group asynchronous | 2 | WR_ABOVE_THRESHOLD | 86.07 |
| worst max register to register | 18 | RD_DATA[0] | 426.62 |
| worst min-delay path | 0 | rq2_wptr[2] | 0.32 |
| max in group asynchronous | 2 | rbin[5] | 348.74 |
| max in group clk1 | 9 | mem[303][0] | 345.75 |
| min in group clk1 | 0 | wq2_rptr[11] | 0.35 |
| worst min register to register | 0 | rq2_wptr[2] | 0.32 |
routing by layer:
layer / GRT usage [%] / vias to the layer above / wire length (um)
met5: 2.06 / - / 4900
met4: 9.65 / 293 / 83600
met3: 22.9 / 3208 / 366000
met2: 34.7 / 20100 / 822000
met1: 25.9 / 152000 / 503000
li1: - / 120000 / -
placed cells by master, fill, tap and decap left out, types with 29 or more instances in the layout:
| master | count |
|---|---|
| sky130_fd_sc_hd__a32oi_1 | 102 |
| sky130_fd_sc_hd__a211oi_1 | 29 |
| sky130_fd_sc_hd__o211ai_1 | 36 |
| sky130_fd_sc_hd__a31oi_1 | 72 |
| sky130_fd_sc_hd__clkbuf_1 | 313 |
| sky130_fd_sc_hd__buf_4 | 1244 |
| sky130_fd_sc_hd__xnor2_1 | 52 |
| sky130_fd_sc_hd__mux4_2 | 4869 |
| sky130_fd_sc_hd__o21ai_0 | 46 |
| sky130_fd_sc_hd__bufinv_16 | 168 |
| sky130_fd_sc_hd__buf_12 | 61 |
| sky130_fd_sc_hd__diode_2 | 424 |
| sky130_fd_sc_hd__xor2_1 | 32 |
| sky130_fd_sc_hd__o22ai_1 | 94 |
| sky130_fd_sc_hd__clkinv_2 | 310 |
| sky130_fd_sc_hd__a22oi_1 | 168 |
| sky130_fd_sc_hd__nand2_1 | 581 |
| sky130_fd_sc_hd__a221oi_1 | 62 |
| sky130_fd_sc_hd__dfrtp_1 | 87 |
| sky130_fd_sc_hd__clkinv_1 | 389 |
| sky130_fd_sc_hd__a21oi_1 | 92 |
| sky130_fd_sc_hd__nor2_1 | 2127 |
| sky130_fd_sc_hd__clkinvlp_4 | 51 |
| sky130_fd_sc_hd__nand3_1 | 109 |
| sky130_fd_sc_hd__clkbuf_16 | 1707 |
| sky130_fd_sc_hd__a22o_1 | 66 |
| sky130_fd_sc_hd__inv_1 | 33 |
| sky130_fd_sc_hd__mux2i_1 | 291 |
| sky130_fd_sc_hd__nand3_4 | 33 |
| sky130_fd_sc_hd__edfxtp_1 | 16400 |
registers in the layout, indices dropped and copies added, names as in the netlist:
| signal | flops |
|---|---|
| RD_DATA | 8 |
| RD_EMPTY | 1 |
| WR_ABOVE_THRESHOLD | 1 |
| WR_FULL | 1 |
| mem | 16384 |
| rbin | 11 |
| rptr | 12 |
| rq1_wptr | 12 |
| rq2_wptr | 12 |
| wbin | 11 |
| wptr | 12 |
| wq1_rptr | 12 |
| wq2_rptr | 12 |
what timing repair did:
action                                  CTS  global route
endpoints found under the hold margin    12             0
hold buffers                             24             0
endpoints found under the setup margin    0             0
No activity file was given, so power comes from the tool's default toggle rates.
