File: flow/constraint.sdc
current_design dso100fb_sync

set clk_period 1.0
set clk_io_pct 0.2

create_clock -name clk0 -period $clk_period [get_ports {CLK}]
create_clock -name clk1 -period $clk_period [get_ports {VIDCLK}]

set non_clock_inputs [all_inputs -no_clocks]
set_input_delay [expr $clk_period * $clk_io_pct] -clock clk0 $non_clock_inputs
set_output_delay [expr $clk_period * $clk_io_pct] -clock clk0 [all_outputs]
File: flow/run.sh
#!/bin/bash
# OpenROAD 26Q1-2900-gdf79404cd8, Yosys 0.63+post, stock flow scripts
make -C /OpenROAD-flow-scripts/flow DESIGN_CONFIG=/design/flow/config.mk WORK_HOME=/design/flow/orfs finish
File: flow/design.v
module dso100fb_sync (
    input        CLK,
    input        VIDCLK,
    input        RST_N,
    input        VID_RST_N,
    input        EN,
    output reg   VID_DE,
    output reg   VID_HSYNC,
    output reg   VID_VSYNC,
    output       VIDEO_FETCH,
    output       OVERLAY_EN,
    output       OVERLAY_SYNC,
    input [11:0] WIDTHBEFOREOVERLAY,
    input [11:0] WIDTHOVERLAY,
    input [11:0] WIDTHAFTEROVERLAY,
    input [11:0] HFRONTPORCH,
    input [11:0] HSYNCPULSE,
    input [11:0] HBACKPORCH,
    input [11:0] HEIGHTBEFOREOVERLAY,
    input [11:0] HEIGHTOVERLAY,
    input [11:0] HEIGHTAFTEROVERLAY,
    input [11:0] VFRONTPORCH,
    input [11:0] VSYNCPULSE,
    input [11:0] VBACKPORCH,
    input        HSYNC_POLARITY,
    input        VSYNC_POLARITY,
    input        DE_POLARITY,
    output       FRAME
);
    reg en_sync, en_video;
    reg [2:0] hstate;
    reg [2:0] vstate;
    reg frame;
    reg line;
    reg [11:0] hcounter;
    reg [11:0] vcounter;
    wire hcounter_end;
    wire vcounter_end;
    wire de;
    reg hde;
    reg vde;
    reg hsync;
    reg vsync;
    reg v_overlay_en;
    reg h_overlay_en;
    wire de_pol;
    wire hsync_pol;
    wire vsync_pol;
    reg frame_req;
    reg frame_sync, frame_main, frame_delayed;
    reg frame_ack_sync, frame_ack_video;
    reg [11:0] WIDTHBEFOREOVERLAY_vid;
    reg [11:0] WIDTHOVERLAY_vid;
    reg [11:0] WIDTHAFTEROVERLAY_vid;
    reg [11:0] HFRONTPORCH_vid;
    reg [11:0] HSYNCPULSE_vid;
    reg [11:0] HBACKPORCH_vid;
    reg [11:0] HEIGHTBEFOREOVERLAY_vid;
    reg [11:0] HEIGHTOVERLAY_vid;
    reg [11:0] HEIGHTAFTEROVERLAY_vid;
    reg [11:0] VFRONTPORCH_vid;
    reg [11:0] VSYNCPULSE_vid;
    reg [11:0] VBACKPORCH_vid;
    reg        HSYNC_POLARITY_vid;
    reg        VSYNC_POLARITY_vid;
    reg        DE_POLARITY_vid;
    always @ (posedge VIDCLK or negedge VID_RST_N)
        if(!VID_RST_N)
        begin
            WIDTHBEFOREOVERLAY_vid <= 12'b0;
            WIDTHOVERLAY_vid <= 12'b0;
            WIDTHAFTEROVERLAY_vid <= 12'b0;
            HFRONTPORCH_vid <= 12'b0;
            HSYNCPULSE_vid <= 12'b0;
            HBACKPORCH_vid <= 12'b0;
            HEIGHTBEFOREOVERLAY_vid <= 12'b0;
            HEIGHTOVERLAY_vid <= 12'b0;
            HEIGHTAFTEROVERLAY_vid <= 12'b0;
            VFRONTPORCH_vid <= 12'b0;
            VSYNCPULSE_vid <= 12'b0;
            VBACKPORCH_vid <= 12'b0;
            HSYNC_POLARITY_vid <= 1'b0;
            VSYNC_POLARITY_vid <= 1'b0;
            DE_POLARITY_vid <= 1'b0;
        end
        else
        begin
            WIDTHBEFOREOVERLAY_vid <= WIDTHBEFOREOVERLAY;
            WIDTHOVERLAY_vid <= WIDTHOVERLAY;
            WIDTHAFTEROVERLAY_vid <= WIDTHAFTEROVERLAY;
            HFRONTPORCH_vid <= HFRONTPORCH;
            HSYNCPULSE_vid <= HSYNCPULSE;
            HBACKPORCH_vid <= HBACKPORCH;
            HEIGHTBEFOREOVERLAY_vid <= HEIGHTBEFOREOVERLAY;
            HEIGHTOVERLAY_vid <= HEIGHTOVERLAY;
            HEIGHTAFTEROVERLAY_vid <= HEIGHTAFTEROVERLAY;
            VFRONTPORCH_vid <= VFRONTPORCH;
            VSYNCPULSE_vid <= VSYNCPULSE;
            VBACKPORCH_vid <= VBACKPORCH;
            HSYNC_POLARITY_vid <= HSYNC_POLARITY;
            VSYNC_POLARITY_vid <= VSYNC_POLARITY;
            DE_POLARITY_vid <= DE_POLARITY;
        end
    always @ (posedge VIDCLK or negedge VID_RST_N)
        if(!VID_RST_N)
            frame_req <= 1'b0;
        else
            frame_req <= (frame_req || frame) && !frame_ack_video;
    always @ (posedge CLK or negedge RST_N)
        if(!RST_N)
            { frame_delayed, frame_main, frame_sync } <= 3'b000;
        else
            { frame_delayed, frame_main, frame_sync } <= { frame_main, frame_sync, frame_req };
    always @ (posedge VIDCLK or negedge VID_RST_N)
        if(!VID_RST_N)
            { frame_ack_video, frame_ack_sync } <= 2'b00;
        else
            { frame_ack_video, frame_ack_sync } <= { frame_ack_sync, frame_main };
    assign FRAME = frame_main && !frame_delayed;
    assign de = hde && vde;
    assign OVERLAY_EN = h_overlay_en && v_overlay_en;
    always @ (posedge VIDCLK or negedge VID_RST_N)
        if(!VID_RST_N)
            { en_video, en_sync } <= 2'b00;
        else
            { en_video, en_sync } <= { en_sync, EN };
    always @ (posedge VIDCLK or negedge VID_RST_N)
        if(!VID_RST_N)
        begin
            hstate <= 3'b000;
            hcounter <= 12'b0;
            hsync <= 1'b0;
            hde <= 1'b0;
            h_overlay_en <= 1'b0;
            line <= 1'b0;
        end
        else
        begin
            line <= 1'b0; 
            if(hcounter_end || !en_video)
                case(hstate)
                3'b000:
                    if(en_video)
                    begin
                        hstate <= 3'b001;
                        hcounter <= HFRONTPORCH_vid;
                    end
                3'b001:
                    if(en_video)
                    begin
                        hstate <= 3'b010;
                        hsync <= 1'b1;
                        hcounter <= HSYNCPULSE_vid;
                        line <= 1'b1;
                    end
                    else
                    begin
                        hstate <= 3'b000;
                    end
                3'b010:
                begin
                    hstate <= 3'b011;
                    hsync <= 1'b0;
                    hcounter <= HBACKPORCH_vid;
                end
                3'b011:
                begin
                    hde <= 1'b1;
                    if(|WIDTHBEFOREOVERLAY_vid)
                    begin
                        hstate <= 3'b100;
                        hcounter <= WIDTHBEFOREOVERLAY_vid;
                    end
                    else if(|WIDTHOVERLAY_vid)
                    begin
                        hstate <= 3'b101;
                        hcounter <= WIDTHOVERLAY_vid;
                        h_overlay_en <= 1'b1;                    
                    end
                    else
                    begin
                        hstate <= 3'b110;
                        hcounter <= WIDTHAFTEROVERLAY_vid;                    
                    end
                end
                3'b100:
                    if(|WIDTHOVERLAY_vid)
                    begin
                        hstate <= 3'b101;
                        hcounter <= WIDTHOVERLAY_vid;
                        h_overlay_en <= 1'b1;
                    end
                    else if(|WIDTHAFTEROVERLAY_vid)
                    begin
                        hstate <= 3'b110;
                        hcounter <= WIDTHAFTEROVERLAY_vid;     
                    end
                    else
                    begin
                        hde <= 1'b0;
                        hstate <= 3'b001;
                        hcounter <= HFRONTPORCH_vid;                        
                    end
                3'b101:
                begin
                    h_overlay_en <= 1'b0;
                    if(|WIDTHAFTEROVERLAY_vid)
                    begin
                        hstate <= 3'b110;
                        hcounter <= WIDTHAFTEROVERLAY_vid;     
                    end
                    else
                    begin
                        hde <= 1'b0;
                        hstate <= 3'b001;
                        hcounter <= HFRONTPORCH_vid;                        
                    end
                end
                3'b110:
                begin
                    hde <= 1'b0;
                    hstate <= 3'b001;
                    hcounter <= HFRONTPORCH_vid;    
                end
            endcase
            else
                hcounter <= hcounter - 1'b1;
        end
    always @ (posedge VIDCLK or negedge VID_RST_N)
    if(!VID_RST_N)
    begin
        vstate <= 3'b000;
        vcounter <= 12'b0;
        vsync <= 1'b0;
        vde <= 1'b0;
        v_overlay_en <= 1'b0;
        frame <= 1'b0;
    end
    else
    begin
        frame <= 1'b0; 
        if(line || !en_video)
        begin           
            if(vcounter_end || !en_video)
                case(vstate)
                3'b000:
                    if(en_video)
                    begin
                        vstate <= 3'b001;
                        vcounter <= HFRONTPORCH_vid;
                    end
                3'b001:
                begin
                    frame <= 1'b1;
                    if(en_video)
                    begin
                        vstate <= 3'b010;
                        vsync <= 1'b1;
                        vcounter <= VSYNCPULSE_vid;
                    end
                    else
                    begin
                        vstate <= 3'b000;
                    end
                end
                3'b010:
                begin
                    vstate <= 3'b011;
                    vsync <= 1'b0;
                    vcounter <= VBACKPORCH_vid;
                end
                3'b011:
                begin
                    vde <= 1'b1;
                    if(|HEIGHTBEFOREOVERLAY_vid)
                    begin
                        vstate <= 3'b100;
                        vcounter <= HEIGHTBEFOREOVERLAY_vid;
                    end
                    else if(|HEIGHTOVERLAY_vid)
                    begin
                        vstate <= 3'b101;
                        vcounter <= HEIGHTOVERLAY_vid;
                        v_overlay_en <= 1'b1;                    
                    end
                    else
                    begin
                        vstate <= 3'b110;
                        vcounter <= HEIGHTAFTEROVERLAY_vid;                    
                    end
                end
                3'b100:
                    if(|HEIGHTOVERLAY_vid)
                    begin
                        vstate <= 3'b101;
                        vcounter <= HEIGHTOVERLAY_vid;
                        v_overlay_en <= 1'b1;
                    end
                    else if(|HEIGHTAFTEROVERLAY_vid)
                    begin
                        vstate <= 3'b110;
                        vcounter <= HEIGHTAFTEROVERLAY_vid;     
                    end
                    else
                    begin
                        vde <= 1'b0;
                        vstate <= 3'b001;
                        vcounter <= VFRONTPORCH_vid;                        
                    end
                3'b101:
                begin
                    v_overlay_en <= 1'b0;
                    if(|HEIGHTAFTEROVERLAY_vid)
                    begin
                        vstate <= 3'b110;
                        vcounter <= HEIGHTAFTEROVERLAY_vid;     
                    end
                    else
                    begin
                        vde <= 1'b0;
                        vstate <= 3'b001;
                        vcounter <= VFRONTPORCH_vid;                        
                    end
                end
                3'b110:
                begin
                    vde <= 1'b0;
                    vstate <= 3'b001;
                    vcounter <= VFRONTPORCH_vid;    
                end
                endcase
            else
              vcounter <= vcounter - 1'b1;
        end
    end
    assign hcounter_end = !(|hcounter[11:1]);
    assign vcounter_end = !(|vcounter[11:1]);
    assign de_pol = de ^ DE_POLARITY_vid; 
    assign hsync_pol = hsync ^ HSYNC_POLARITY_vid;
    assign vsync_pol = vsync ^ VSYNC_POLARITY_vid;
    always @ (posedge VIDCLK or negedge VID_RST_N)
        if(!VID_RST_N)
        begin
            VID_DE <= 1'b0;
            VID_HSYNC <= 1'b0;
            VID_VSYNC <= 1'b0;
        end
        else
        begin
            VID_DE <= de_pol;
            VID_HSYNC <= hsync_pol;
            VID_VSYNC <= vsync_pol;
        end
    assign VIDEO_FETCH = de;
    assign OVERLAY_SYNC = frame;
endmodule
File: flow/config.mk
export PLATFORM = sky130hd
export DESIGN_NAME = dso100fb_sync
export DESIGN_NICKNAME = dso100fb_sync
export VERILOG_FILES = /design/flow/design.v
export SDC_FILE = /design/flow/constraint.sdc
export NUM_CORES = 4
export LEC_CHECK = 1
export CORE_UTILIZATION = 40
==> notes.md <==
Results of the flow run.

The run finished, with violations left. The final reports fail on setup timing. The largest single stage delay on the critical path is 0.38 ns. Entering global routing, the biggest net connects 37 pins. CTS saw 204 sinks. The die width stands at 142 um. The area inside the core boundary stands at between 0.015 and 0.02 mm2. Hold-check failures listed in the final report amount to 0.

The synthesis report names the predominant flop master as sky130_fd_sc_hd__dfrtp_1. TritonCTS built the clock tree. The worst setup path is captured at a register. The initial antenna violation count came to 0. The switching power total stands at a little under 5000 uW. The final route contains slightly above 7,000 vias. STA shows the worst reg2reg path with a cell count of 8.

The share of total power in the clock network stands at between 40% and 50%. The internal portion of the total power is 15,900 uW. The OpenROAD report gives the critical path a required time of around 1.4 ns. From bottom edge to top edge, the die measures 142 um.

The first-pass detailed-route iteration total stands at 11. According to the dpl log, the detail-placed design has an HPWL of 18.7 mm. In the routed netlist, the antenna diode instances number 0. The slew at the pin closest to its max-slew limit stands at 0.810 ns.

The worst-case max-slew headroom was logged as 45.8%. The critical path ends at hcounter[0]. The DRC violation count after routing stands at 0. The final timing report gives a worst setup slack of -1.15 ns. The largest individual stage delay along the critical path comes from the cell sky130_fd_sc_hd__dfrtp_1. The number of warnings reported in the stage logs is 29. The count of fill cells added during filler insertion stands at 1,243.

On the critical path the data arrives at 2.54 ns. According to the timing report, the critical path is launched from hstate[1]. By instance count after routing, the leading logic cell types are 211 x sky130_fd_sc_hd__buf_4, 199 x sky130_fd_sc_hd__dfrtp_1, 149 x sky130_fd_sc_hd__clkdlybuf4s50_1. The count of different cell masters after synthesis stands at 62. Per report_power, the sequential group accounts for 44.1% of the total. The maximum VDD drop stands at 0.00154 V. Setup repair after global routing could not meet its margin everywhere. The critical path contains buffers and inverters numbering 3 combined. The number of instances in the synthesized netlist stands at 649. Overall routing resource usage recorded by global route was 27.8%. The overall power of the completed layout stands at 20,700 uW. From the final report, the count of setup violators was given as 70. The number of buffers inserted by port buffering stands at roughly 160. The count of instantiated cells in the yosys netlist stands at 649.

The post-synthesis register bit count stands at 204. STA lists the startpoint of the worst register-to-register path as hstate[1]. The switching share of power stands at a little under a quarter. The number of violations of the max-capacitance limit stands at 0.

The final timing report lists clock skew as 0.00962 ns. The cell family contributing the most delay on the critical path is AND-OR/OR-AND gates. The number of max-slew violations in the final report stands at 0.

The Yosys warning count stands at 1. The share of cells above drive strength 1 stands at 41.3%. The global-route wire length before repair stands at about 41 mm. In this run the cell area of the synthesized design comes to 0.00780 mm2. The signal on the critical path passes through buf_4 > a41o_1 > o21bai_1 > buf_4 > a221oi_1 > buf_4 > nand2_1 > a311o_1.

The wire length reported by the detailed router stands at approximately 26 mm. After synthesis, the share of flip-flops with an asynchronous set or reset is 100%. The total die size stands at between 0.02 and 0.025 mm2.

The detail-routed net length per standard cell stands at 19.2 um. Post-synthesis, Yosys gives the total cell area as 0.00780 mm2. The mean cell area of the mapped netlist stands at roughly 12 um2.

After clock tree synthesis, the clock-pin slew on the worst setup and hold paths is approximately 0.06 ns. The sum of negative setup slack stands at -41.33 ns. The initial core utilization stands at 41.3%. The floorplan has roughly 50 rows. Walking the critical path from launch to capture passes 8 cell instances. The global route stage reports its total congestion overflow as 0.

The remaining number of nets flagged by the antenna check after routing stands at 0. For this block, the initial DRC count from the detailed router was around 450. The count of placed standard cells including taps stands at 1,245.

Note that the worst hold path type here is in -> reg. The register area share after synthesis stands at 65.5%. Looking at the power breakdown, combinational cells take 12.2% of the total. By instance count after routing, the leading logic cell type is sky130_fd_sc_hd__buf_4.

Once layout is complete, the utilization of the core stands at 71.9%. The worst setup path is launched from a register. In this run the layout overhead on the synthesized area is reported as 74.3%.

The I/O pin count stands at 159. The maximum net fanout on the critical path stands at 7. For flop-to-flop paths, the worst setup slack is -1.15 ns. The worst register-to-register path ends at hcounter[0]. The flow reported a cell area power density of 1520 mW/mm2. The critical path in this run is classified as reg -> reg. Counting flops with a built-in enable in the synthesized netlist gives 0.

Among the stages of the critical path, the cell type that occurs most often is sky130_fd_sc_hd__buf_4. The total leakage power stands at 0.00593 uW. The finished layout holds approximately 1,300 standard cells, fillers aside. The per-cell via count in the routed design stands at 5.33. The final weighted congestion recorded by global placement is 0.879. The via count of the first global-routing pass stands at 7,407.
## cells in the mapped netlist, drive strengths merged, types with 4 or more instances
cell    count  share of area, %
o21ai      41               2.6
o211ai      5              0.48
nor3       15               1.1
nand2      53               2.6
inv        14              0.67
a222oi     14               1.8
a221o      17               2.2
a221oi      7              0.79
nand4       4              0.32
or4         4              0.39
a31oi       7              0.56
a41oi       4              0.45
nor4       24               2.1
o221ai      6              0.67
a22o        4              0.45
nand3      22               1.4
a311o       4              0.51
a21oi      33               2.1
nor2       40               1.9
and2        7              0.56
a22oi      23               2.2
mux2i       5              0.64
clkbuf     27               1.3
dfrtp     202                65
mux2        5              0.72
o31ai       6              0.58
## through the flow
step | hold slack (ns) | cell area (um2) | setup slack [ns]
after floorplan | -0.0956 | 8190 | -1.16
after global placement | 0.150 | 11600 | -1.17
after detailed placement | 0.151 | 11600 | -1.19
after CTS | 0.0963 | 13000 | -1.09
after global routing | 0.0965 | 13600 | -1.23
final | 0.115 | 13600 | -1.15
## worst min path at each step
stage,cells past startpoint,start,slack (ns),endpoint
after CTS,1,VSYNCPULSE[9],0.1,VSYNCPULSE_vid[9]
final,1,HEIGHTOVERLAY[9],0.11,HEIGHTOVERLAY_vid[9]
after global routing,1,HEIGHTOVERLAY[9],0.1,HEIGHTOVERLAY_vid[9]
## timing repair
item                                    in CTS  in global routing
endpoints found under the setup margin      53                 70
hold buffers                                 5                  1
resized                                    114                 93
setup buffers                               25                 36
pin swaps                                   37                 56
gates cloned                                 1                  0
hold endpoints to repair                   200                 17
## flip-flops by register name, indices dropped and copies added, names as in the netlist, 6 cells and up, named ones only
register	flops
HFRONTPORCH_vid	12
vstate	7
HEIGHTOVERLAY_vid	12
HEIGHTBEFOREOVERLAY_vid	12
WIDTHBEFOREOVERLAY_vid	12
HSYNCPULSE_vid	12
VSYNCPULSE_vid	12
VFRONTPORCH_vid	12
WIDTHAFTEROVERLAY_vid	12
hcounter	12
HBACKPORCH_vid	12
hstate	6
VBACKPORCH_vid	12
HEIGHTAFTEROVERLAY_vid	12
WIDTHOVERLAY_vid	12
vcounter	12
## routing by layer
layer / part of all wire [%] / vias up / global-route usage [%]
li1: - / 3296 / -
met2: 44 / 265 / 40.0
met3: 6.7 / 36 / 6.36
met4: 1.6 / 0 / 3.85
met1: 47 / 3577 / 46.4
met5: 0 / - / 0
## power by group through the flow
stage	clock, uW	sequential [uW]	combinational [uW]
after CTS	9240	9130	2430
after global routing	9600	9190	2760
final	9040	9150	2540
## final cells by class
cell class | count | area, um2 | share of cell area [%]
flip-flops and latches | 204 | 5110 | 37.6
repair buffers | 420 | 3830 | 28.2
multi-input cells | 401 | 3420 | 25.2
clock buffers | 37 | 732 | 5.39
well taps | 260 | 325 | 2.39
clock inverters | 9 | 114 | 0.838
inverters | 15 | 56.3 | 0.414
## cells by family (layout without fill, tap and decap cells)
kind of cell	Yosys count	in the layout	share of synthesized area [%]
adder cells (fa/ha/maj)	2	2	0.321
AND/OR/NAND/NOR	190	191	12.2
buffers and inverters	45	481	2.28
flip-flops	204	204	65.5
AND-OR/OR-AND	193	193	17.8
multiplexers	10	10	1.36
XOR/XNOR	5	5	0.562
No activity file was given, so power comes from the tool's default toggle rates.
